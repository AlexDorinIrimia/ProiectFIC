### flow/run.sh
#!/bin/bash
# OpenROAD 26Q1-2900-gdf79404cd8, Yosys 0.63+post, stock flow scripts
make -C /OpenROAD-flow-scripts/flow DESIGN_CONFIG=/design/flow/config.mk WORK_HOME=/design/flow/orfs finish
### flow/config.mk
export PLATFORM = sky130hd
export DESIGN_NAME = Control_Unit
export DESIGN_NICKNAME = Control_Unit
export VERILOG_FILES = /design/flow/design.v
export SDC_FILE = /design/flow/constraint.sdc
export NUM_CORES = 4
export LEC_CHECK = 1
export CORE_AREA = 10 10 70 70
export DIE_AREA = 0 0 80 80
### flow/constraint.sdc
current_design Control_Unit

set clk_period 1.5
set clk_io_pct 0.2

create_clock -name clk0 -period $clk_period

set non_clock_inputs [all_inputs -no_clocks]
set_input_delay [expr $clk_period * $clk_io_pct] -clock clk0 $non_clock_inputs
set_output_delay [expr $clk_period * $clk_io_pct] -clock clk0 [all_outputs]
### flow/design.v
`timescale 1ns / 1ps
module Control_Unit(
      input[5:0] opcode,
      output reg[1:0] alu_op,
      output reg mem_read,mem_write,alu_src,reg_dst,mem_to_reg,reg_write,
      output reg brz,brn,brc,bro,bra,jmp,ret    
    );
always @(*)
begin
 case(opcode) 
 6'b000000:   
   begin
    reg_dst = 1'b0;
    alu_src = 1'b1;
    mem_to_reg = 1'b1;
    reg_write = 1'b1;
    mem_read = 1'b1;
    mem_write = 1'b0;
    brz = 1'b0;
    brn = 1'b0;
    brc = 1'b0;
    bro = 1'b0;
    bra = 1'b0;
    alu_op = 2'b10;
    jmp = 1'b0;
    ret = 1'b0;   
   end
 6'b000001:   
   begin
    reg_dst = 1'b0;
    alu_src = 1'b1;
    mem_to_reg = 1'b1;
    reg_write = 1'b1;
    mem_read = 1'b1;
    mem_write = 1'b0;
    brz = 1'b0;
    brn = 1'b0;
    brc = 1'b0;
    bro = 1'b0;
    bra = 1'b0;
    alu_op = 2'b10;
    jmp = 1'b0;
    ret = 1'b0;    
   end
 6'b000010:   
   begin
    reg_dst = 1'b1;
    alu_src = 1'b0;
    mem_to_reg = 1'b0;
    reg_write = 1'b1;
    mem_read = 1'b0;
    mem_write = 1'b0;
    brz = 1'b0;
    brn = 1'b0;
    brc = 1'b0;
    bro = 1'b0;
    bra = 1'b0;
    alu_op = 2'b00;
    jmp = 1'b0;
    ret = 1'b0;   
   end
 6'b000011:   
   begin
    reg_dst = 1'b1;
    alu_src = 1'b0;
    mem_to_reg = 1'b0;
    reg_write = 1'b1;
    mem_read = 1'b0;
    mem_write = 1'b0;
    brz = 1'b0;
    brn = 1'b0;
    brc = 1'b0;
    bro = 1'b0;
    bra = 1'b0;
    alu_op = 2'b00;
    jmp = 1'b0;
    ret = 1'b0;    
   end
 4'b000100:   
   begin
    reg_dst = 1'b1;
    alu_src = 1'b0;
    mem_to_reg = 1'b0;
    reg_write = 1'b1;
    mem_read = 1'b0;
    mem_write = 1'b0;
    brz = 1'b0;
    brn = 1'b0;
    brc = 1'b0;
    bro = 1'b0;
    bra = 1'b0;
    alu_op = 2'b10;
    jmp = 1'b0;
    ret = 1'b0;  
   end
 6'b000101:   
   begin
    reg_dst = 1'b1;
    alu_src = 1'b0;
    mem_to_reg = 1'b0;
    reg_write = 1'b1;
    mem_read = 1'b0;
    mem_write = 1'b0;
    brz = 1'b0;
    brn = 1'b0;
    brc = 1'b0;
    bro = 1'b0;
    bra = 1'b0;
    alu_op = 2'b10;
    jmp = 1'b0;
    ret = 1'b0;  
   end
 6'b000110:   
   begin
    reg_dst = 1'b1;
    alu_src = 1'b0;
    mem_to_reg = 1'b0;
    reg_write = 1'b1;
    mem_read = 1'b0;
    mem_write = 1'b0;
    brz = 1'b0;
    brn = 1'b0;
    brc = 1'b0;
    bro = 1'b0;
    bra = 1'b0;
    alu_op = 2'b10;
    jmp = 1'b0;
    ret = 1'b0;   
   end
 6'b000111:   
   begin
    reg_dst = 1'b1;
    alu_src = 1'b0;
    mem_to_reg = 1'b0;
    reg_write = 1'b1;
    mem_read = 1'b0;
    mem_write = 1'b0;
    brz = 1'b0;
    brn = 1'b0;
    brc = 1'b0;
    bro = 1'b0;
    bra = 1'b0;
    alu_op = 2'b10;
    jmp = 1'b0;
    ret = 1'b0;   
   end
 6'b001000:   
   begin
    reg_dst = 1'b1;
    alu_src = 1'b0;
    mem_to_reg = 1'b0;
    reg_write = 1'b1;
    mem_read = 1'b0;
    mem_write = 1'b0;
    brz = 1'b0;
    brn = 1'b0;
    brc = 1'b0;
    bro = 1'b0;
    bra = 1'b0;
    alu_op = 2'b10;
    jmp = 1'b0;
    ret = 1'b0;   
   end
6'b001001:   
   begin
    reg_dst = 1'b1;
    alu_src = 1'b0;
    mem_to_reg = 1'b0;
    reg_write = 1'b1;
    mem_read = 1'b0;
    mem_write = 1'b0;
    brz = 1'b0;
    brn = 1'b0;
    brc = 1'b0;
    bro = 1'b0;
    bra = 1'b0;
    alu_op = 2'b10;
    jmp = 1'b0;
    ret = 1'b0;    
   end
6'b001010:   
   begin
    reg_dst = 1'b1;
    alu_src = 1'b0;
    mem_to_reg = 1'b0;
    reg_write = 1'b1;
    mem_read = 1'b0;
    mem_write = 1'b0;
    brz = 1'b0;
    brn = 1'b0;
    brc = 1'b0;
    bro = 1'b0;
    bra = 1'b0;
    alu_op = 2'b10;
    jmp = 1'b0;
    ret = 1'b0;    
   end
6'b001011:   
   begin
    reg_dst = 1'b1;
    alu_src = 1'b0;
    mem_to_reg = 1'b0;
    reg_write = 1'b1;
    mem_read = 1'b0;
    mem_write = 1'b0;
    brz = 1'b0;
    brn = 1'b0;
    brc = 1'b0;
    bro = 1'b0;
    bra = 1'b0;
    alu_op = 2'b10;
    jmp = 1'b0;
    ret = 1'b0;    
   end
6'b001100:   
   begin
    reg_dst = 1'b1;
    alu_src = 1'b0;
    mem_to_reg = 1'b0;
    reg_write = 1'b1;
    mem_read = 1'b0;
    mem_write = 1'b0;
    brz = 1'b0;
    brn = 1'b0;
    brc = 1'b0;
    bro = 1'b0;
    bra = 1'b0;
    alu_op = 2'b00;
    jmp = 1'b0;
    ret = 1'b0;   
   end
6'b001101:   
   begin
    reg_dst = 1'b1;
    alu_src = 1'b0;
    mem_to_reg = 1'b0;
    reg_write = 1'b1;
    mem_read = 1'b0;
    mem_write = 1'b0;
    brz = 1'b0;
    brn = 1'b0;
    brc = 1'b0;
    bro = 1'b0;
    bra = 1'b0;
    alu_op = 2'b00;
    jmp = 1'b0;
    ret = 1'b0;   
   end
6'b001110:   
   begin
   reg_dst = 1'b1;
    alu_src = 1'b0;
    mem_to_reg = 1'b0;
    reg_write = 1'b1;
    mem_read = 1'b0;
    mem_write = 1'b0;
    brz = 1'b0;
    brn = 1'b0;
    brc = 1'b0;
    bro = 1'b0;
    bra = 1'b0;
    alu_op = 2'b00;
    jmp = 1'b0;
    ret = 1'b0;   
   end
6'b001111:   
   begin
    reg_dst = 1'b1;
    alu_src = 1'b0;
    mem_to_reg = 1'b0;
    reg_write = 1'b1;
    mem_read = 1'b0;
    mem_write = 1'b0;
    brz = 1'b0;
    brn = 1'b0;
    brc = 1'b0;
    bro = 1'b0;
    bra = 1'b0;
    alu_op = 2'b00;
    jmp = 1'b0;
    ret = 1'b0;   
   end
6'b010000:   
   begin
    reg_dst = 1'b1;
    alu_src = 1'b0;
    mem_to_reg = 1'b0;
    reg_write = 1'b1;
    mem_read = 1'b0;
    mem_write = 1'b0;
    brz = 1'b0;
    brn = 1'b0;
    brc = 1'b0;
    bro = 1'b0;
    bra = 1'b0;
    alu_op = 2'b00;
    jmp = 1'b0;
    ret = 1'b0;   
   end
6'b010001:   
   begin
    reg_dst = 1'b1;
    alu_src = 1'b0;
    mem_to_reg = 1'b0;
    reg_write = 1'b1;
    mem_read = 1'b0;
    mem_write = 1'b0;
    brz = 1'b0;
    brn = 1'b0;
    brc = 1'b0;
    bro = 1'b0;
    bra = 1'b0;
    alu_op = 2'b00;
    jmp = 1'b0;
    ret = 1'b0;   
   end
6'b010010:   
   begin
    reg_dst = 1'b1;
    alu_src = 1'b0;
    mem_to_reg = 1'b0;
    reg_write = 1'b1;
    mem_read = 1'b0;
    mem_write = 1'b0;
    brz = 1'b0;
    brn = 1'b0;
    brc = 1'b0;
    bro = 1'b0;
    bra = 1'b0;
    alu_op = 2'b00;
    jmp = 1'b0;
    ret = 1'b0;   
   end
6'b010011:   
   begin
    reg_dst = 1'b1;
    alu_src = 1'b0;
    mem_to_reg = 1'b0;
    reg_write = 1'b1;
    mem_read = 1'b0;
    mem_write = 1'b0;
    brz = 1'b0;
    brn = 1'b0;
    brc = 1'b0;
    bro = 1'b0;
    bra = 1'b0;
    alu_op = 2'b00;
    jmp = 1'b0;
    ret = 1'b0;   
   end
 6'b010100:  
   begin
    reg_dst = 1'b0;
    alu_src = 1'b1;
    mem_to_reg = 1'b1;
    reg_write = 1'b1;
    mem_read = 1'b1;
    mem_write = 1'b0;
    brz = 1'b1;
    brn = 1'b0;
    brc = 1'b0;
    bro = 1'b0;
    bra = 1'b0;
    alu_op = 2'b01;
    jmp = 1'b0;
    ret = 1'b0;  
   end
 6'b010001:  
   begin
    reg_dst = 1'b0;
    alu_src = 1'b1;
    mem_to_reg = 1'b1;
    reg_write = 1'b1;
    mem_read = 1'b1;
    mem_write = 1'b0;
    brz = 1'b0;
    brn = 1'b1;
    brc = 1'b0;
    bro = 1'b0;
    bra = 1'b0;
    alu_op = 2'b01;
    jmp = 1'b0;
    ret = 1'b0;    
   end
 6'b010010: 
   begin
    reg_dst = 1'b0;
    alu_src = 1'b1;
    mem_to_reg = 1'b1;
    reg_write = 1'b1;
    mem_read = 1'b1;
    mem_write = 1'b0;
    brz = 1'b0;
    brn = 1'b0;
    brc = 1'b1;
    bro = 1'b0;
    bra = 1'b0;
    alu_op = 2'b01;
    jmp = 1'b0;
    ret = 1'b0;  
   end
6'b010011: 
   begin
    reg_dst = 1'b0;
    alu_src = 1'b1;
    mem_to_reg = 1'b1;
    reg_write = 1'b1;
    mem_read = 1'b1;
    mem_write = 1'b0;
    brz = 1'b0;
    brn = 1'b0;
    brc = 1'b0;
    bro = 1'b1;
    bra = 1'b0;
    alu_op = 2'b01;
    jmp = 1'b0;
    ret = 1'b0;  
   end   
6'b010100: 
   begin
    reg_dst = 1'b0;
    alu_src = 1'b1;
    mem_to_reg = 1'b1;
    reg_write = 1'b1;
    mem_read = 1'b1;
    mem_write = 1'b0;
    brz = 1'b0;
    brn = 1'b0;
    brc = 1'b0;
    bro = 1'b0;
    bra = 1'b1;
    alu_op = 2'b01;
    jmp = 1'b0;
    ret = 1'b0;  
   end   
6'b010101: 
   begin
    reg_dst = 1'b0;
    alu_src = 1'b1;
    mem_to_reg = 1'b1;
    reg_write = 1'b1;
    mem_read = 1'b1;
    mem_write = 1'b0;
    brz = 1'b0;
    brn = 1'b0;
    brc = 1'b0;
    bro = 1'b0;
    bra = 1'b0;
    alu_op = 2'b00;
    jmp = 1'b1;
    ret = 1'b0;  
   end   
6'b010111: 
   begin
    reg_dst = 1'b0;
    alu_src = 1'b1;
    mem_to_reg = 1'b1;
    reg_write = 1'b1;
    mem_read = 1'b1;
    mem_write = 1'b0;
    brz = 1'b0;
    brn = 1'b0;
    brc = 1'b0;
    bro = 1'b0;
    bra = 1'b0;
    alu_op = 2'b00;
    jmp = 1'b0;
    ret = 1'b1;  
   end      
 default: begin
    reg_dst = 1'b1;
    alu_src = 1'b0;
    mem_to_reg = 1'b0;
    reg_write = 1'b0;
    mem_read = 1'b0;
    mem_write = 1'b0;
    brz = 1'b0;
    brn = 1'b0;
    brc = 1'b0;
    bro = 1'b0;
    bra = 1'b0;
    alu_op = 2'b00;
    jmp = 1'b0;
    ret = 1'b0;  
   end
 endcase
 end
endmodule
==> flow_summary.json <==
{
  "placed_cells": 84,
  "finalMaxSlewViolations": 0,
  "power.share.clock_pct": 0,
  "n_clock_buffer": 0,
  "leakage_nw": 0.1659,
  "logic_area_sq_um": 177.7,
  "avgSynthCellArea_sq_um": 7.181,
  "grt_pass1_wl_mm": 1.021,
  "p_sw_share_pct": 45.45,
  "pwr-share-seq_pct": 0,
  "core_area_sq_um": 3416,
  "setup_violations": 0,
  "drc_errors": 0,
  "fin_setup_tns_ns": 0,
  "placementRows": 21,
  "ff_latch_area_sq_um": 0,
  "cp-start-kind": "input port",
  "met3_usage_pct": 0.6818,
  "io-pin-count": 21,
  "drt-initial-drc-count": 4,
  "ir_worst_vdd_v": 0.00003144,
  "die-area_sq_um": 6400,
  "grt-busiest-layer": "met2",
  "outcome": "finished, final reports clean",
  "ys_top_cells_by_count": "buf_4, nor3b_1",
  "min_period_ns": 1.442,
  "antenna_found_initial": 0,
  "seq_cells": 0,
  "grt_pass1_vias": 203,
  "fp_util_pct": 4.835,
  "ys_cells": 23,
  "largest_area_cell": "buf_4",
  "layout.cells.non_filler": 84,
  "nFillCells": 402,
  "whs_endpoint": "mem_to_reg",
  "final_cell_area_sq_um": 385.4,
  "crit_type": "input port to primary output",
  "ys_seq_share_pct": 0,
  "top_cell_area_share_pct": 36.36,
  "post-cts-setup-buffers": 0,
  "dieWidth_um": 80,
  "combinationalPowerShare_pct": 100.0,
  "layout_top_cell": "buf_4",
  "worstSetupEndpointType": "primary output",
  "post_route_cells_drive_above_1_share_pct": 50.00,
  "fmax_mhz": 693.4,
  "top_cell": "buf_4",
  "p_per_area_nw_per_um2": 172.2,
  "yosysWarnings": 1,
  "gr-usage-met1_pct": 2.111,
  "vias": 205,
  "grt-ovfl-total": 0,
  "lay_top_cells": "buf_4, conb_1, clkdlybuf4s15_1, buf_2",
  "dpl.hpwl_um": 603.6,
  "holdCritPathClass": "input port to primary output",
  "grt_use_total_pct": 1.871,
  "ys_area_sq_um": 165.2,
  "die_h_um": 80,
  "cp.arrival_ns": 1.14,
  "min_from": "opcode[5]",
  "crit_start": "opcode[4]",
  "syn_inst": 23,
  "preCtsSetupSlack_ns": -0.7042,
  "final_hold_viol_count": 0,
  "grtUsageMet2_pct": 3.451,
  "period_used_pct": 96.14,
  "hold_path_depth": 3,
  "placed_area_sq_um": 360.3,
  "worstPathMaxFanout": 5,
  "viasPerCell": 2.440,
  "syn_to_final_growth_pct": 133.3,
  "wirelength_um": 701,
  "top_cells_by_area": "buf_4, nor3b_1, and4bb_1",
  "rsz0062_at_grt": "false",
  "place.gp.congestion": 0.7009,
  "first_pass_iters": 3,
  "hold_buffers": 0,
  "p_int_w": 0.00003620,
  "maxCapViolCount": 0,
  "diodes": 0,
  "warning_count": 32,
  "grt_max_degree": 7,
  "ant_nets": 0,
  "synth_area_sq_um": 165.2,
  "wire_per_inst_um": 8.345,
  "p_sw_w": 0.00003016,
  "required_ns": 1.20,
  "io_buffers": 16,
  "setup_ws_ns": 0.05791,
  "post_synth_num_cell_types": 15
}
==> stage by stage <==
step | hold WS (ns) | util (%) | total power [W]
after floorplan | 0.6197 | - | 0.00002234
after global placement | 1.632 | 10.55 | 0.00005875
after detailed placement | 1.650 | 10.55 | 0.00005886
after CTS | 0.8781 | 10.77 | 0.00006073
after global routing | 0.8906 | 11.28 | 0.00007324
final | 0.8721 | 11.28 | 0.00006636
==> power by group through the flow <==
stage	logic [W]	registers, W	clock network (W)
after CTS	0.0000607	0	0
after global routing	0.0000732	0	0
final	0.0000664	0	0
==> final cells by class <==
type                            count  share of cell area (%)
Multi-Input combinational cell     19                   46.10
Timing Repair Buffer               19                   38.96
Tap cell                           46                   14.94
==> worst max-delay path: stages <==
cell and delay, ns:
buf_4 0.14, nor3_4 0.21, a31oi_4 0.06, or3_1 0.31
buf_2 0.12
==> how the worst max path moves through the flow <==
| stage | endpoint | slack, ns | depth (start not counted) |
|---|---|---|---|
| after global routing | reg_dst | 0.004 | 5 |
| after CTS | reg_dst | 0.003 | 5 |
| final | reg_dst | 0.06 | 5 |
==> repair_timing <==
action	CTS	global route
pin swaps	6	3
endpoints found under the setup margin	10	8
endpoints found under the hold margin	0	0
resized	50	13
==> kinds of logic after synthesis <==
| family | share of synthesized area (%) |
|---|---|
| and+or+nand+nor | 44.70 |
| buffers and inverters | 36.37 |
| AOI/OAI and AO/OA | 16.67 |
| other | 2.271 |
==> layer usage <==
| layer | vias to the layer above | part of all wire, % |
|---|---|---|
| met5 | - | 0 |
| met1 | 92 | 40 |
| met4 | 0 | 0 |
| li1 | 103 | - |
| met3 | 0 | 9.4 |
| met2 | 10 | 50 |
Power figures rest on the tool's default switching activity, not on a simulated workload.
