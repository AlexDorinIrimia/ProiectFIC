==> design.v <==
`timescale 1ns / 1ps
module GPRs(
 input    clk,
 input    reg_write_en,
 input  [2:0] reg_write_dest,
 input  [15:0] reg_write_data,
 input  [2:0] reg_read_addr_1,
 output  [15:0] reg_read_data_1,
 input  [2:0] reg_read_addr_2,
 output  [15:0] reg_read_data_2
);
 reg [15:0] reg_array [2:0];
 integer i;
 initial begin
  for(i=0;i<3;i=i+1)
   reg_array[i] <= 16'd0;
 end
 always @ (posedge clk ) begin
   if(reg_write_en) begin
    reg_array[reg_write_dest] <= reg_write_data;
   end
 end
 assign reg_read_data_1 = reg_array[reg_read_addr_1];
 assign reg_read_data_2 = reg_array[reg_read_addr_2];
endmodule
==> run.sh <==
#!/bin/bash
# OpenROAD 26Q1-2900-gdf79404cd8, Yosys 0.63+post, stock flow scripts
make -C /OpenROAD-flow-scripts/flow DESIGN_CONFIG=/design/flow/config.mk WORK_HOME=/design/flow/orfs finish
==> config.mk <==
export PLATFORM = sky130hd
export DESIGN_NAME = GPRs
export DESIGN_NICKNAME = GPRs
export VERILOG_FILES = /design/flow/design.v
export SDC_FILE = /design/flow/constraint.sdc
export NUM_CORES = 4
export LEC_CHECK = 1
export CORE_UTILIZATION = 30
==> constraint.sdc <==
current_design GPRs

set clk_period 2.5
set clk_io_pct 0.2

create_clock -name clk0 -period $clk_period [get_ports {clk}]

set non_clock_inputs [all_inputs -no_clocks]
set_input_delay [expr $clk_period * $clk_io_pct] -clock clk0 $non_clock_inputs
set_output_delay [expr $clk_period * $clk_io_pct] -clock clk0 [all_outputs]
==> impl_metrics.tcl <==
# yosys + openroad results
set metrics [dict create \
    status "finished clean" \
    cts_buffers 5 \
    routabilityCongestion 0.706 \
    cp-start-kind "input port" \
    top_cells_by_count "edfxtp_1, mux2i_1, nand2_1" \
    fin_crit_sh 0.949 \
    worst_slew_pin_slew_ns 0.246 \
    ys_types 11 \
    clk_pin_slew_worst_paths_ns 0.07 \
    vias_per_cell 4.46 \
    die_x_um 86.8 \
    diodes 0 \
    power.density_nw_per_um2 533 \
    holdWs_ns 0.820 \
    synth_area_um2 2160 \
    synth_flops 48 \
    yosys_area_um2 2160 \
    drive_gt1_frac 0.0694 \
    drtIter0Drc 53 \
    final_util 0.428 \
    async_reset_ff_frac 0 \
    fin_crit_ns 2.37 \
    edf_count 48 \
    cts-root-buf "clkbuf_8" \
    end_kind "output pin" \
    hpwl_um 2700 \
    logic_family "multiplexers" \
    drt_first_pass_iters 4 \
    yosys_warnings 1 \
    seq_area_frac_synth 0.668 \
    grt_max_degree 33 \
    rsz0062_at_grt "no" \
    largest_area_cell "edfxtp_1" \
    port_buffers 55 \
    crit_type "input port to output pin" \
    aoi_share 0.0742 \
    vdd_drop_max_v 0.000190 \
    slew_headroom 0.836 \
    cts_buffer_depth 2 \
    cts_htree_levels 2 \
    timing.fmax_mhz 421 \
    top_register "reg_array" \
    post-place-ws_ns -0.000485 \
    ios 59 \
    ys_sh_simple 0.0673 \
    vias 1391 \
    largest_register_ffs 48 \
    topCellsByArea "edfxtp_1, mux2i_1, nand2_1" \
    wl_um 3930 \
    die-area_um2 7530 \
    top_area_frac 0.668 \
    ys_sh_adder 0 \
    most_common_cell "edfxtp_1" \
    arrival_ns 1.87 \
    fin_ws_ns 0.127 \
    area.growth.synth_to_final_pct 36.4 \
    hold_path_class "input port to register" \
    syn_area_per_cell_um2 13.7 \
    drc 0 \
    grt_usage 0.117 \
    fp.coreArea_um2 6870 \
    synth_cells 157 \
    cts_tree "done" \
    hold_viol_final 0 \
    ys_cells 157 \
    initCoreUtil 0.314 \
    first_global_vias 1379 \
    worstSetupStartpoint "reg_read_addr_1[1]" \
    ys_sh_xor 0 \
    antenna_left 0 \
    antenna_found_initial 0 \
    warning_count 29 \
    overflow 0 \
    setup_viol 0 \
    max-cap-violations 0 \
    report.final.slew_viol_count 0 \
    num_rows 30 \
    die_y_um 86.8 \
    reg_top3 "reg_array x48" \
    avgRoutedWirePerCell_um 12.6 \
    min_from "reg_write_data[0]" \
    min_path_cells 1 \
    crit_path_max_fanout 32 \
    postCtsSetupRepairBufs 0 \
    grt_pass1_wl_um 6330 \
    synth-main-ff-cell "edfxtp_1" \
    holdPathEnd "reg_array[2][0]$_DFFE_PP_" \
    cts.sinks 48 \
    mux_area_frac 0.148 \
    p_leak_nw 1.09 \
    cp.required_ns 2.00 \
]
layout make-up:
| type | instances | area (um2) |
|---|---|---|
| clock buffers | 5 | 68.8 |
| fillers | 641 | 3930 |
| multi-input cells | 99 | 631 |
| flip-flops and latches | 48 | 1440 |
| well taps | 96 | 120 |
| repair buffers | 64 | 681 |
logic make-up after synthesis:
kind of cell,after synthesis
AOI/OAI and AO/OA,32
buffers and inverters,10
DFF,48
and+or+nand+nor,35
muxes,32
through the flow:
stage	total power [W]	TNS, ns	instances	area [um2]
finish	0.00157	0	312	2940
global route	0.00164	0	312	2940
CTS	0.00159	-0.00400	312	2930
detailed placement	0.00121	-0.000485	307	2860
global placement	0.00120	-0.00559	307	2860
floorplan	0.00105	0	157	2160
layer usage:
layer	GRT usage	wire length, um
met5	0	0
met2	0.194	1930
met3	0.0386	280
met1	0.165	1690
met4	0.0121	38
layout by cell type, fill, tap and decap left out:
cell / instances
buf_6: 2
o21ai_1: 21
clkdlybuf4s50_1: 53
and3b_1: 2
mux2i_1: 32
dlymetal6s2s_1: 2
clkbuf_8: 5
nor3b_2: 1
o21ai_0: 11
edfxtp_1: 48
nand2_1: 32
buf_12: 4
buf_4: 3
worst max-delay path by stage:
stage	slack [ns]	cells after the start	endpoint
CTS	-0.004	5	reg_read_data_1[6]
global route	0.06	5	reg_read_data_2[4]
finish	0.13	5	reg_read_data_1[3]
worst max-delay path: stages:
cell and delay (ns):
clkdlybuf4s50_1 0.52, buf_12 0.20, nand2_1 0.06, o21ai_0 0.10, clkdlybuf4s50_1 0.50
what timing repair did:
action / CTS / global route
resized: 0 / 5
endpoints found under the hold margin: 0 / 0
setup endpoints to repair: 1 / 20
hold buffers: 0 / 0
power by group:
part | total [W] | switching (W) | leakage, nW | internal, W
Combinational | 0.000239 | 0.0000851 | 0.616 | 0.000154
Sequential | 0.000944 | 0.0000160 | 0.441 | 0.000928
Clock | 0.000386 | 0.000206 | 0.0359 | 0.000180
Total | 0.00157 | 0.000307 | 1.09 | 0.00126
Power is estimated from default activity; no workload was simulated.
